`flow/design.v`:
```
module dec_7seg_decoder(
	input [3:0]
		SW,
	output[7:0]
		HEX0,
		HEX1
);
	assign HEX0[0] = (~SW[3])&(~SW[2])&(~SW[1])& SW[0] | (~SW[3])&SW[2]&(~SW[1])&(~SW[0]) | SW[3]&SW[2]&SW[1]&(~SW[0]) | SW[3]&(~SW[2])&SW[1]&SW[0];
	assign HEX0[1] = (~SW[3]) & (~SW[1]) & SW[0] | (~SW[3]) & SW[2] & SW[1] & (~SW[0]) | SW[3] & (SW[1]) & (SW[0]);
	assign HEX0[2] = (~SW[3]) & (~SW[2]) & (~SW[1]) &  SW[0] | (~SW[3]) & (~SW[2]) & SW[1] & (~SW[0]) | (~SW[0]) & (~SW[1]) & SW[2] & (SW[3]) | SW[3] & (~SW[2]) & SW[1] & SW[0];
	assign HEX0[3] = (~SW[3]) & (SW[2]) & (~SW[1]) &  (~SW[0]) | (~SW[3]) & (~SW[2]) & (~SW[1]) & (SW[0]) | (~SW[3]) & (SW[1]) & SW[2] & (SW[0]) | SW[3] & (SW[2]) & SW[1] & (~SW[0]) | SW[3] & (~SW[2]) & SW[0]; 
	assign HEX0[4] = (~SW[3]) & SW[2] & (~SW[1]) | (~SW[3]) & SW[1] & SW[0] | SW[3] & (~SW[1]) & SW[0] | SW[3] & SW[2] & SW[1] | SW[2] & SW[0];
	assign HEX0[5] = SW[3] & SW[2] & (~SW[1]) | (~SW[3]) & SW[1] & SW[0] | (~SW[3]) & (~SW[2]) & SW[1];
	assign HEX0[6] = (~SW[3]) & (~SW[2]) & (~SW[1]) | SW[3] & (~SW[2]) & SW[1] | (~SW[3]) & SW[2] & SW[1] & SW[0];
	assign HEX1[0] = SW[3] & (SW[2] | SW[1]);
	assign HEX1[1] = SW[3] & (SW[2] | SW[1]);
	assign HEX1[2] = SW[3] & (SW[2] | SW[1]);
	assign HEX1[3] = SW[3] & (SW[2] | SW[1]);
	assign HEX1[4] = 0;
	assign HEX1[5] = 0;
	assign HEX1[6] = 1;
	assign HEX0[7] = 1;
	assign HEX1[7] = 1;
endmodule	
```
`flow/run.sh`:
```
#!/bin/bash
# OpenROAD 26Q1-2900-gdf79404cd8, Yosys 0.63+post, stock flow scripts
make -C /OpenROAD-flow-scripts/flow DESIGN_CONFIG=/design/flow/config.mk WORK_HOME=/design/flow/orfs finish
```
`flow/config.mk`:
```
export PLATFORM = sky130hd
export DESIGN_NAME = dec_7seg_decoder
export DESIGN_NICKNAME = dec_7seg_decoder
export VERILOG_FILES = /design/flow/design.v
export SDC_FILE = /design/flow/constraint.sdc
export NUM_CORES = 4
export LEC_CHECK = 1
export CORE_AREA = 10 10 70 70
export DIE_AREA = 0 0 80 80
```
`flow/constraint.sdc`:
```
current_design dec_7seg_decoder

set clk_period 1.0
set clk_io_pct 0.2

create_clock -name clk0 -period $clk_period

set non_clock_inputs [all_inputs -no_clocks]
set_input_delay [expr $clk_period * $clk_io_pct] -clock clk0 $non_clock_inputs
set_output_delay [expr $clk_period * $clk_io_pct] -clock clk0 [all_outputs]
```
==> run summary <==
Initial antenna violation count = 0
FP Util = 0.0736
Final worst-path cycle share = 1.25
Setup crit end kind = output pin
Status = complete, but fails checks
DR WL/cell = 8.86 um
Final wirelength = 877 um
Hold Path Origin = SW[2]
Non-filler instance count after layout = 99
Pin count of the biggest net entering global routing = 11
Synth top cell by count = buf_4
Hold crit path type = in2out
DRC viols = 0
Power share of the combinational group = 1.000
Max-Cap Viols = 0
DR vias = 277
Syn_area_per_cell = 7.19 sq um
Yosys top cell by area = buf_4
P_leak = 0.247 nW
Total GRT Usage = 0.0247
Synth cell types = 20
Ranking of synthesized cells by area = buf_4, nor2b_1, buf_2
Final setup fails = 11
Kind of critical path = in2out
DRT iter0 DRCs = 8
Worst Hold Endpoint = HEX0[0]
Logic area = 241 sq um
Peak supply drop = 0.101 mV
Final Max Tran Viols = 0
Final WS setup = -0.245 ns
Ant diodes = 0
Yosys Warn Count = 0
CP startpoint kind = input pin
Hold Path Stages = 4
Sw Pwr = 0.0732 mW
GR Overflow Total = 0
Site Rows = 21
Die width = 80 um
Register area share after synthesis = 0
Fin. Hold Viols = 0
Int Power = 0.131 mW
Final min period = 1.25 ns
Synthesis-to-finish area growth = 109%
DR vias/cell = 2.80
Yosys cell count = 35
Core ar. = 0.00342 sq mm
Largest type area fraction = 0.269
Number of global-route vias before repair = 295
RePlAce Congestion = 0.747
DP Wirelength = 702 um
IO Port Bufs = 15
I/O pins = 20
Yosys synthesis chip area = 251 sq um
Achievable frequency = 803 MHz
Synth Instances = 35
RSZ-0062 raised after global routing = yes
Switch share = 0.358
Place WS = -0.992 ns
Most common library cells after synthesis = buf_4, buf_2, nor2b_1
Flop pwr share = 0
CP max FO = 4
Register area = 0 sq um
CP Data Required Time = 0.80 ns
Clock buf count = 0
Sequential cells = 0
Drt pass-1 iters = 2
Worst Hold Slack = 0.749 ns
CP arrival = 1.05 ns
Antenna viol nets, final = 0
Fill cell count = 394
Pwr Total = 0.204 mW
Cells after DPL = 95
Die ar. = 0.00640 sq mm
Die y size = 80 um
Tool warnings = 34
Share of layout cells above drive strength 1 = 0.660
Failing checks = setup timing
First-pass GRT wire length = 1330 um
Clock network power share = 0
Mapped cell area = 251 sq um
PD cells = 389 mW/mm^2
## per-layer routing
metal | wire, um | vias to the layer above | track usage
li1 | - | 146 | -
met1 | 467 | 118 | 0.0343
met2 | 344 | 13 | 0.0385
met3 | 66 | 0 | 0.00795
met4 | 0 | 0 | 0
met5 | 0 | - | 0
## power by group through the flow
stage | clock (mW) | combinational, mW | sequential, mW
finish | 0 | 0.204 | 0
global route | 0 | 0.225 | 0
CTS | 0 | 0.197 | 0
## cells by family after synthesis
logic type             after synthesis  synth area share
other                                2            0.0299
XOR/XNOR                             2            0.0697
multiplexers                         1            0.0448
AND/OR/NAND/NOR                     12             0.353
buffers and inverters               12             0.328
AND-OR/OR-AND                        6             0.174
## worst max-delay path by stage
stage / endpoint / cells past startpoint / slack [ns] / start
6_report: HEX0[1] / 6 / -0.25 / SW[1]
5_1_grt: HEX0[1] / 6 / -0.29 / SW[1]
4_1_cts: HEX0[1] / 6 / -0.24 / SW[1]
## worst max-delay path, cell delays in order
cell	delay, ns
buf_8	0.10
buf_6	0.12
buf_6	0.11
or3b_1	0.35
nand3_1	0.07
buf_2	0.10
## per-stage QoR
step           cell area [sq um]  utilization  setup TNS [ns]
6_report                     526        0.154           -1.08
4_1_cts                      499        0.146           -1.04
3_5_place_dp                 448        0.131          -10.02
3_3_place_gp                 448        0.131           -9.92
5_1_grt                      526        0.154           -1.48
2_1_floorplan                263            -               0
## what timing repair did
action | in CTS | in global routing
buffers inserted | 3 | 1
resized | 73 | 6
hold buffers | 0 | 0
setup endpoints to repair | 11 | 7
pin swaps | 6 | 1
## cell usage in the layout (no fill, tap or decap), drive strengths merged
master | Yosys | routed
a22o | 1 | 1
nor4b | 1 | 1
nand4bb | 1 | 1
a211o | 1 | 1
conb | 2 | 5
xnor2 | 1 | 1
o21a | 1 | 1
nand3 | 2 | 2
nand4b | 1 | 1
buf | 12 | 25
a21oi | 1 | 1
xor2 | 1 | 1
nand2b | 2 | 2
mux2 | 1 | 1
or3b | 1 | 1
clkbuf | 0 | 2
o221ai | 1 | 1
o21ai | 1 | 1
nor4bb | 1 | 1
nor2b | 3 | 3
## cell type report
| type | instances | share of cell area |
|---|---|---|
| well taps | 46 | 0.110 |
| multi-input cells | 26 | 0.460 |
| repair buffers | 27 | 0.431 |
Power and IR drop assume default switching activity.
