File: flow/design.v
module bit2Hex (
	output [7:0] HEX,
	input [3:0] SW
);
	assign HEX[6] = (~SW[3] & ~SW[2] & ~SW[1]) |(~SW[3] & SW[2] & SW[1] & SW[0]);
	assign HEX[5] = (~SW[3] & ~SW[2] & SW[0]) | (~SW[2] & SW[1] & ~SW[0]) | (~SW[3] & SW[1] & SW[0]) | (SW[3] & SW[2] & ~SW[1]);
	assign HEX[4] = (~SW[3] & SW[0]) | (~SW[2] & ~SW[1] & SW[0]) | (~SW[3] & SW[2] & ~SW[1]);
	assign HEX[3] = (SW[2] & SW[1] & SW[0]) | (~SW[3] & ~SW[2] & ~SW[1] & SW[0]) | (~SW[3] & SW[2] & ~SW[1] & ~SW[0]);
	assign HEX[2] = (~SW[3] & ~SW[2] & SW[1] & ~SW[0]) | (SW[3] & SW[2] & ~SW[0]) | (SW[3] & SW[2] & SW[1]);
	assign HEX[1] = (SW[3] & SW[1] & SW[0]) | (~SW[3] & SW[2] & ~SW[1] & SW[0]) | (~SW[3] & SW[2] & SW[1] & ~SW[0]) | (SW[3] & SW[2] & ~SW[1] & ~SW[0]);
	assign HEX[0] = (SW[3] & ~SW[2] & SW[1] & SW[0]) | (~SW[3] & ~SW[2] & ~SW[1] & SW[0]) | (SW[3] & SW[2] & ~SW[1]) | (SW[2] & ~SW[1] & ~SW[0]);
endmodule 
File: flow/run.sh
#!/bin/bash
# OpenROAD 26Q1-2900-gdf79404cd8, Yosys 0.63+post, stock flow scripts
make -C /OpenROAD-flow-scripts/flow DESIGN_CONFIG=/design/flow/config.mk WORK_HOME=/design/flow/orfs finish
File: flow/config.mk
export PLATFORM = sky130hd
export DESIGN_NAME = bit2Hex
export DESIGN_NICKNAME = bit2Hex
export VERILOG_FILES = /design/flow/design.v
export SDC_FILE = /design/flow/constraint.sdc
export NUM_CORES = 4
export LEC_CHECK = 1
export CORE_AREA = 10 10 70 70
export DIE_AREA = 0 0 80 80
File: flow/constraint.sdc
current_design bit2Hex

set clk_period 1.5
set clk_io_pct 0.2

create_clock -name clk0 -period $clk_period

set non_clock_inputs [all_inputs -no_clocks]
set_input_delay [expr $clk_period * $clk_io_pct] -clock clk0 $non_clock_inputs
set_output_delay [expr $clk_period * $clk_io_pct] -clock clk0 [all_outputs]
==> summary.txt <==
Numbers from the implementation run.

The vertical die dimension is 80 um. The script computed the net switching share of total power as 0.414. The layout clock buffer count is 0. The via count of the first global-routing pass was between 200 and 300. The flow ran to the end, and the final reports show no timing, DRC or antenna violations. Dividing the final minimum period by the clock period gives 0.969. The violation count after the first detailed-route iteration is 7. The design has 0 sequential cells. Per the Yosys statistics, synthesis produced 30 cells. Per the timing report, the biggest fanout along the worst path comes to 6.

The data arrival time of the critical path is 1.15 ns. The total number of warnings across the stage logs is 32. The critical path endpoint category is an output pin.

The die outline area is 6400 um^2. Overall power consumption after layout is estimated at 0.0918 mW. The total congestion overflow after global routing is 0. The wire length recorded after detailed routing is 728 um. The combinational share of power is 1.000.

The internal portion of the total power is between 0.05 and 0.06 mW. The initial antenna violation count came to 0. The average wire per standard cell is 8.00 um. Detailed placement finished with a half-perimeter wire length of just under 600 um. Setup repair after global routing left no endpoint under its margin.

The clock period minus worst slack is 1.45 ns. Per the post-synthesis stats, the area per cell is 6.30 um^2. The number of remaining DRC errors is 0. The routed layout has 248 vias. Total power normalized to cell area comes to ~230 nW/um^2.

The number of routed nets with antenna violations is 0. The leakage power of the design is 0.170 nW. The max-capacitance violation count is 0. The tightest hold path in the finished design has a slack of 0.969 ns. The iteration count recorded for the first detailed-route pass is 4. The sort of element at the start of the critical path is a primary input. The share of cells above drive strength 1 is 0.533.

The unique cell type count in the Yosys netlist is 24. Measured on the finished design, the core utilization comes to 0.115. Warnings reported by Yosys during synthesis add up to 1.

The share of power burned in the clock network is 0. The max-slew violation total from the final report is 0. Static timing analysis puts the maximum clock frequency at 688 MHz. The required time at the worst endpoint is listed as around 1.2 ns. The most common cell after layout, fill and taps aside is buf_4. The power report attributes to the sequential group a share of 0. The floorplan row count is 21.

Setup violations remaining at the end of the flow were counted as 0. The script extracted a net switching power of 0.0380 mW. In the layout the commonest cells are buf_4, dlygate4sd2_1, clkbuf_2. The share of the core filled by cells before placement is 0.0553. The all-layer global routing usage is 0.0240. The share of synthesized area occupied by flip-flops and latches is 0. Summing all flip-flop and latch instances after layout gives 0 um^2. The instance tally after logic synthesis is 30.

RePlAce ended its routability-driven mode at a weighted congestion of 0.776. Per the OpenROAD floorplan log, the width of the die is 80 um. As logged by OpenROAD, the buffers inserted on ports number 11.

The largest voltage drop on the vdd net is 0.0426 mV. The global-route wire length before repair is between 1000 and 1500 um. 12 I/O pins were placed.

The total cell area reported by yosys after synthesis is 189 um^2. Per the detail_route report, inserted antenna diodes total 0. Summed over all failing endpoints, the final setup total negative slack is 0 ns. Checking hold timing, the worst path is listed with class in -> out. The average via count per standard cell is 2.73.

The setup path with the least slack is of type in -> out. In this run the layout overhead on the synthesized area is reported as 107%. The pin count of the biggest net entering global routing is 10. Before any placement, the netlist area is recorded as 189 um^2. Endpoints failing hold in the final report were tallied at 0. In this run the standard cell core region covers 3420 um^2.
power by group through the flow:
stage,Clock [mW],Combinational [mW],Sequential [mW]
after CTS,0,0.0963,0
after global routing,0,0.104,0
final,0,0.0918,0
layer usage:
| metal | up-vias | part of all wire | global-route usage |
|---|---|---|---|
| met1 | 104 | 0.44 | 0.0330 |
| li1 | 136 | - | - |
| met4 | 0 | 0 | 0 |
| met2 | 8 | 0.39 | 0.0337 |
| met3 | 0 | 0.17 | 0.0136 |
| met5 | - | 0 | 0 |
worst max-delay path, stage by stage:
cell and delay, ns:
buf_4 0.13, or2_1 0.25, o22a_1 0.21, nand3_2 0.07, dlygate4sd2_1 0.20
cell usage after synthesis:
cell | instances | area [um^2]
nand3_2 | 1 | 10.0
o211ai_1 | 2 | 15.0
xnor2_1 | 1 | 8.76
nand2_1 | 3 | 11.3
o31ai_1 | 1 | 7.51
buf_4 | 1 | 7.51
nand2b_1 | 2 | 12.5
nand3_1 | 2 | 10.0
a21oi_1 | 1 | 5.00
nor2_1 | 1 | 3.75
nand4_1 | 1 | 6.26
and2b_1 | 2 | 15.0
or2_1 | 1 | 6.26
o21ai_1 | 1 | 5.00
o22ai_1 | 1 | 6.26
buf_2 | 1 | 5.00
nand3b_1 | 1 | 7.51
buf_6 | 1 | 11.3
clkbuf_1 | 1 | 3.75
o2bb2ai_1 | 1 | 8.76
o22a_1 | 1 | 8.76
inv_1 | 1 | 3.75
conb_1 | 1 | 3.75
nor2b_1 | 1 | 6.26
final timing paths:
kind | from | endpoint | slack [ns] | cells past startpoint
worst max-delay path | SW[1] | HEX[0] | 0.05 | 5
worst min-delay path | SW[1] | HEX[1] | 0.97 | 4
stage by stage:
step                instances  setup WS (ns)  instance area [um^2]
floorplan                  30          0.314                   189
global placement           89         -0.715                   374
detailed placement         89         -0.738                   374
CTS                        91         0.0103                   404
global route               91         0.0112                   392
finish                     91         0.0468                   392
kinds of logic (layout without fill, tap and decap cells):
family,Yosys count,in the layout,synth area share
xor+xnor,1,1,0.0464
simple gates,15,15,0.470
compound gates,8,8,0.298
other cells,1,1,0.0198
buf+inv,5,20,0.166
layout make-up:
class | instances | area (um^2)
fill | 401 | 3020
multi-input combinational | 25 | 185
timing repair buffer | 19 | 145
tap | 46 | 57.6
inverter | 1 | 3.75
what timing repair did:
item,CTS,global route
endpoints found under the setup margin,7,3
setup buffers,2,0
gates cloned,0,0
gates resized,34,6
hold buffers,0,0
pin swaps,6,2
Power is estimated from default activity; no workload was simulated.
