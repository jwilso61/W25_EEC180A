$ cat flow/constraint.sdc
current_design bitmulti

set clk_period 4.1
set clk_io_pct 0.2

create_clock -name clk0 -period $clk_period

set non_clock_inputs [all_inputs -no_clocks]
set_input_delay [expr $clk_period * $clk_io_pct] -clock clk0 $non_clock_inputs
set_output_delay [expr $clk_period * $clk_io_pct] -clock clk0 [all_outputs]
$ cat flow/design.v
module FullAdder  
(
	output cO, s,
	input a, b, cI
	);
assign cO = (a & b) | (a & cI) | ( b & cI);
assign s = a ^ b ^ cI;
endmodule 
module bitmulti(
	output [7:0] p,
	input [3:0] a, 
	input [3:0] b
);
	and and0 (p[0], a[0], b[0]);
	and and1 (a1b0, a[1], b[0]);
	and and2 (a0b1, a[0], b[1]);
	FullAdder FA0 (Co0, p[1], a1b0, a0b1, 0);
	and and3 (a2b0, a[2], b[0]);
	and and4 (a1b1, a[1], b[1]);
	and and5 (a0b2, a[0], b[2]);
	FullAdder FA1 (Co1, S0, a2b0, a1b1, Co0);
	FullAdder FA2 (Co2, p[2], a0b2, S0, 0);
	and and6 (a3b0, a[3], b[0]);
	and and7 (a2b1, a[2], b[1]);
	and and8 (a1b2, a[1], b[2]);
	and and9 (a0b3, a[0], b[3]);
	FullAdder FA3(Co3, s3, a3b0, a2b1, Co1);
	FullAdder FA4(Co4, s4, a1b2, s3, Co2);
	FullAdder FA5(Co5, p[3], s4, a0b3, 0);
	and and10(a3b1, a[3], b[1]);
	and and11(a2b2, a[2], b[2]);
	and and12(a1b3, a[1], b[3]);
	FullAdder FA6(Co6, s6, a3b1, 0, Co3);
	FullAdder FA7(Co7, s7, a2b2, s6, Co4);
	FullAdder FA8(Co8, p[4], a1b3, s7, Co5);
	and and13(a3b2, a[3], b[2]);
	and and14(a2b3, a[2], b[3]);
	FullAdder FA9 (Co9, s9, a3b2, Co6, Co7);
	FullAdder FA10(Co10, p[5], a2b3, s9, Co8);
	and and15 (a3b3, a[3], b[3]);
	FullAdder FA11 (p[7], p[6], a3b3, Co9, Co10);
endmodule
$ cat flow/config.mk
export PLATFORM = sky130hd
export DESIGN_NAME = bitmulti
export DESIGN_NICKNAME = bitmulti
export VERILOG_FILES = /design/flow/design.v
export SDC_FILE = /design/flow/constraint.sdc
export NUM_CORES = 4
export LEC_CHECK = 1
export CORE_AREA = 10 10 70 70
export DIE_AREA = 0 0 80 80
$ cat flow/run.sh
#!/bin/bash
# OpenROAD 26Q1-2900-gdf79404cd8, Yosys 0.63+post, stock flow scripts
make -C /OpenROAD-flow-scripts/flow DESIGN_CONFIG=/design/flow/config.mk WORK_HOME=/design/flow/orfs finish
==> results.rst <==
Physical design figures
=======================

.. list-table::
   :header-rows: 1

   * - Metric
     - Value
   * - Worst ir drop on vdd
     - 15.2 uV
   * - Max-slew violation total from the final report
     - 0
   * - Setup crit start kind
     - primary input
   * - Max-cap viol count
     - 0
   * - Initial DRC Count
     - 11
   * - Worst path required time
     - 3.28 ns
   * - Setup repair after global routing missed its margin
     - true
   * - Minimum clock period
     - 4.98 ns
   * - RD Place Congestion
     - 0.752
   * - Share of the synthesized area in the top cell type
     - 42.8%
   * - Vias per cell
     - 2.94
   * - Filler cell count in the final layout
     - 384
   * - Transition time of the tightest slew-check pin
     - 0.118 ns
   * - Mean instance size in the synthesized netlist
     - 9.35 um^2
   * - Total antenna diodes in the routed design
     - 0
   * - Power density over cell area
     - 110 nW/um^2
   * - Largest net degree at the start of global routing
     - 5
   * - Leakage power summed over all cells
     - 0.000263 uW
   * - Post-synth cell types
     - 6
   * - Post-Place Setup Slack
     - -1.71 ns
   * - Design Area, Final
     - 581 um^2
   * - Via count of the first global-routing pass
     - 264
   * - Number of rows in the core area
     - 21
   * - Worst hold start
     - a[2]
   * - Endpoint, Worst Hold
     - p[5]
   * - Flop count
     - 0
   * - DP Wirelength
     - 808 um
   * - Achievable Freq
     - 0.201 GHz
   * - Commonest cells in the synthesized netlist
     - 13 x sky130_fd_sc_hd__and2_1, 8 x sky130_fd_sc_hd__fa_1, 7 x sky130_fd_sc_hd__buf_4
   * - GRT Resource Usage Total
     - 2.42%
   * - Outcome
     - finished, violations left
   * - Total met2 wirelength after detailed routing
     - 460 um
   * - Number of vias after detailed routing
     - 291
   * - Core Density at Floorplan
     - 11.0%
   * - Worst Setup End Kind
     - primary output
   * - Violated checks
     - setup timing
   * - Count of yosys warnings during synthesis
     - 36
   * - Highest metal layer with signal wires
     - met3
   * - Slew headroom
     - 92.1%
   * - Met3 WL
     - 51 um
   * - Data arrival time of the critical path
     - 4.16 ns
   * - Finish-stage setup viols
     - 4
   * - Post-Synthesis Cells
     - 40
   * - Proportion of layout cells with a drive suffix above 1
     - 47.2%
   * - I/O pin total
     - 16
   * - Critical Setup Path Class
     - primary input to primary output
   * - Cell area reported after detailed placement
     - 597 um^2
   * - Total wirelength of the detailed-routed design
     - 814 um
   * - Post-layout period usage
     - 122%
   * - Type of the most critical hold path
     - primary input to primary output
   * - Post-synth seq share
     - 0%
   * - Worst hold path cell count
     - 4
   * - WL per Instance
     - 8.22 um
   * - Multi-input logic area
     - 338 um^2
   * - Met1 Routed Length
     - 303 um
   * - Cells in synth_stat.txt
     - 40
   * - Pre-Repair DR Iteration Count
     - 2
   * - Final global-route overflow total
     - 0
   * - Count of warning messages emitted by the tools
     - 35
   * - Most area-hungry cell type in the Yosys netlist
     - sky130_fd_sc_hd__fa_1
   * - Most used standard cell by instance count after synthesis
     - sky130_fd_sc_hd__and2_1
   * - Area growth from synthesis to layout
     - 55.2%
   * - Chip height
     - 80 um
   * - Antenna-violating nets left
     - 0
   * - Post-layout worst setup margin
     - -0.882 ns
   * - Core ar.
     - 3420 um^2
   * - Total area of sequential cells
     - 0 um^2
   * - Total Die Area
     - 6400 um^2
   * - Area figure in the yosys stat output
     - 374 um^2
   * - Total standard cell area after synthesis
     - 374 um^2
   * - Top post-synthesis cells by area
     - sky130_fd_sc_hd__fa_1 43%, sky130_fd_sc_hd__and2_1 22%, sky130_fd_sc_hd__buf_4 14%
   * - Final Hold Vio Count
     - 0
   * - Number of antenna violations at the first check in global routing
     - 0
   * - Die X
     - 80 um
   * - First-pass GRT wire length
     - 1280 um
   * - Maximum fanout count along the critical path
     - 2
   * - Number of port buffers
     - 16
   * - Layout clock buffer count
     - 0
   * - DRC errors left
     - 0
==> kinds of logic (layout without fill, tap and decap cells) <==
kind of cell,count (synthesis),in the layout,share of synthesized area (%)
fa+ha+maj,12,12,56.2
simple gates,16,16,24.7
buf+inv,12,25,19.1
==> worst max-delay path, stage by stage <==
cell	delay [ns]
sky130_fd_sc_hd__buf_6	0.09
sky130_fd_sc_hd__and2_4	0.15
sky130_fd_sc_hd__ha_4	0.15
sky130_fd_sc_hd__fa_2	0.33
sky130_fd_sc_hd__inv_2	0.07
sky130_fd_sc_hd__fa_1	0.43
sky130_fd_sc_hd__fa_2	0.35
sky130_fd_sc_hd__inv_2	0.06
sky130_fd_sc_hd__fa_1	0.42
sky130_fd_sc_hd__fa_2	0.35
sky130_fd_sc_hd__fa_2	0.34
sky130_fd_sc_hd__fa_2	0.52
sky130_fd_sc_hd__buf_2	0.09
==> cells in the final DEF (no fill, tap or decap), types with 4 or more instances in the layout <==
cell type                         Yosys  final
sky130_fd_sc_hd__and2_1              13      9
sky130_fd_sc_hd__fa_2                 0      5
sky130_fd_sc_hd__buf_6                0      4
sky130_fd_sc_hd__clkdlybuf4s50_1      0      6
sky130_fd_sc_hd__buf_2                0      6
sky130_fd_sc_hd__and2_4               0      4
==> report_power, final <==
group          switching, uW  internal (uW)  leakage [uW]  total (uW)
registers                  0              0             0           0
clock network              0              0             0           0
logic                   23.4           40.3      0.000263        63.7
==> what timing repair did <==
item | CTS | global route
pin swaps | 10 | 3
gates resized | 40 | 0
buffers inserted | 0 | 0
hold buffers | 0 | 0
setup endpoints to repair | 5 | 4
==> per-layer routing <==
layer  vias to the layer above  track usage (%)
li1                        139                -
met1                       146             2.51
met2                         6             5.06
met3                         0            0.455
met4                         0                0
met5                         -                0
==> worst max-delay path by stage <==
stage | start | to | slack [ns] | depth (start not counted)
after CTS | a[1] | p[6] | -0.95 | 13
after global routing | a[1] | p[6] | -0.95 | 13
final | a[1] | p[6] | -0.88 | 13
==> stage by stage <==
| step | total power (uW) | TNS, ns | hold slack, ns | util, % | instances |
|---|---|---|---|---|---|
| after floorplan | 47.9 | -2.02 | 1.71 | - | 40 |
| after global placement | 78.4 | -6.04 | 2.70 | 17.5 | 99 |
| after detailed placement | 78.0 | -6.07 | 2.70 | 17.5 | 99 |
| after CTS | 68.1 | -2.58 | 2.21 | 17.0 | 99 |
| after global routing | 75.2 | -2.63 | 2.24 | 17.0 | 99 |
| final | 63.7 | -2.33 | 2.19 | 17.0 | 99 |
==> layout make-up <==
cell class	count	share of cell area, %
timing repair buffer	20	28.7
tap	46	9.91
multi-input combinational	28	58.2
inverter	5	3.23
Power is estimated from default activity; no workload was simulated.
